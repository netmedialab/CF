==> design/flow/design.v <==
module gcd_rtl (reset, clock, load_n, a, b, done, y);
  parameter width = 8;
  input reset;
  input clock;
  input load_n;
  input [width-1:0] a;
  input [width-1:0] b;
  output done;
  output [width-1:0] y;
  reg a_equalto_b, a_lessthan_b;
  reg a_greaterthan_b, done_hold;
  reg [width-1:0] a_hold;
  reg [width-1:0] b_hold;
  assign y = a_hold;
  assign done = done_hold;
  always @(posedge clock or negedge reset)
    begin: SUB_PROC
    if (!reset)
      begin
      a_hold <= {width{1'b0}};
      b_hold <= {width{1'b0}};
      done_hold <= 1'b1;
      end
    else if (!load_n)
      begin
      a_hold <= a;
      b_hold <= b;
      done_hold <= 1'b0;
      end
    else if (a_equalto_b)
      begin
      done_hold <= 1'b1;
      end
    else if (a_greaterthan_b)
      begin
      a_hold <= a_hold - b_hold;
      done_hold <= 1'b0;
      end
    else if (a_lessthan_b)
      begin
      b_hold <= b_hold - a_hold;
      done_hold <= 1'b0;
      end
    end
  always @(a_hold or b_hold)
    begin: COMP_PROC
    if (a_hold == b_hold)
      begin
      a_equalto_b = 1'b1;
      a_lessthan_b = 1'b0;
      a_greaterthan_b = 1'b0;
      end
    else if (a_hold > b_hold)
      begin
      a_equalto_b = 1'b0;
      a_lessthan_b = 1'b0;
      a_greaterthan_b = 1'b1;
      end
    else if (a_hold < b_hold)
      begin
      a_equalto_b = 1'b0;
      a_lessthan_b = 1'b1;
      a_greaterthan_b = 1'b0;
      end
    end
endmodule
==> design/flow/run.sh <==
#!/bin/bash
# OpenROAD 26Q1-2900-gdf79404cd8, Yosys 0.63+post, stock flow scripts
make -C /OpenROAD-flow-scripts/flow DESIGN_CONFIG=/design/flow/config.mk WORK_HOME=/design/flow/orfs finish
==> design/flow/config.mk <==
export PLATFORM = sky130hd
export DESIGN_NAME = gcd_rtl
export DESIGN_NICKNAME = gcd_rtl
export VERILOG_FILES = /design/flow/design.v
export SDC_FILE = /design/flow/constraint.sdc
export NUM_CORES = 4
export LEC_CHECK = 1
export CORE_AREA = 10 10 95 95
export DIE_AREA = 0 0 105 105
==> design/flow/constraint.sdc <==
current_design gcd_rtl

set clk_period 3.7
set clk_io_pct 0.2

create_clock -name clk0 -period $clk_period [get_ports {clock}]

set non_clock_inputs [all_inputs -no_clocks]
set_input_delay [expr $clk_period * $clk_io_pct] -clock clk0 $non_clock_inputs
set_output_delay [expr $clk_period * $clk_io_pct] -clock clk0 [all_outputs]
==> changes_impl.md <==
## Implementation

* Setup violations, final at 0
* Post-place setup slack at 0.480 ns
* Final Power at 0.00187 W
* Chip Area, Yosys at 1530 um2
* DRC at 0
* Number of diodes at 0
* Final Hold Fails at 0
* H-tree depth at 1
* Synth Area per Inst at 8.23 um2
* Largest net degree at the start of global routing at 18
* Total number of vias at 1,343
* Fin Hold WS at 0.538 ns
* Comb power frac at 71.4%
* Dominant logic cell type in the layout: clkdlybuf4s50_1
* Max FO, Critical Path at 5
* Main flop type: dfrtp_1
* Ys flops at 20
* Clk buf depth at 2
* DR iter-0 viols at 91
* # Cells Yosys at 186
* Final WL at 4000 um
* Crit path DRT at 3.90 ns
* Cell Rows at 30
* Post-Route Setup TNS at 0 ns
* Fin crit share at 88.2%
* Worst-Margin Slew at 0.540 ns
* Vias in the first global route at 1,327
* Maximum clock frequency at 307 MHz
* Post-DRT Antenna Nets at 0
* Fin crit period at 3.26 ns
* Switching pwr at 0.000883 W
* P_leak at 0.865 nW
* IO Port Bufs at 27
* Die Ht at 105 um
* Post-route setup slack at 0.437 ns
* Max-slew violations at 0
* Hold Buf Count CTS at 0
* Die X at 105 um
* Max rail drop VDD at 0.228 mV
* Area of the core at 6910 um2
* Overflow after GRT at 0
* Total GRT Usage at 7.45%
* Clock tree from TritonCTS: done
* Critical path arrival at 3.46 ns
* Post-CTS Resized at 0
* First-pass GRT wire length at 6780 um
* I/O pins at 28
* Clk slew on worst S/H paths at 0.07 ns
* Syn. warnings at 1
* Number of unconstrained endpoints at 3
* Max-Cap Viols at 0
* Power per Cell Area at 954 nW/um2
* Log Warnings at 32
* Dpl hpwl at 3160 um
* Max-slew headroom at 63.9%
* Async SR Flop Fraction at 85.0%
* DR vias/cell at 4.35
* Routed wire per std cell at 12.9 um
* Min-delay worst type: register to register
* Register pins left without a clock at 3
* Net Sw Frac at 47.3%
* RSZ-0062 raised after global routing: false
* Int Power at 0.000984 W
* Syn Std Cell Area at 1530 um2
* Fp_density at 22.2%
* Number of synthesized flops with an enable pin at 0
* Clock latency (worst-skew pair) at 0.26 ns
* Mapped Cells at 186
* Share of post-route cells with drive strength above 1 at 6.10%
* Reg power frac at 20.8%
* CP Launch Type: register
* Root Buffer: clkbuf_8
* Outcome: finished, final reports clean
* Critical path class: register to register
* GPL Wtd Cong at 0.845
* Syn-to-layout area delta at 27.8%
* Setup Fix Bufs, Post-CTS at 0
* Initial antenna violation count at 0
* Num CTS Buffers at 3
* Post-synth cell types at 50
* Die ar. at 11,000 um2
* Pre-antenna DRT Iters at 4
* Crit path capture type: register
* Dominant logic cell types in the final layout: 27 x clkdlybuf4s50_1, 19 x inv_1, 19 x a21oi_1
* Clock power share at 7.8%
* Worst Skew at 0.00418 ns
==> power by group through the flow <==
stage	logic (W)	registers, W	clock network (W)
4_1_cts	0.00134	0.000391	0.000152
5_1_grt	0.00151	0.000409	0.000162
6_report	0.00133	0.000388	0.000145
==> flip-flops by register name, summed over array words and instances, names as in the netlist <==
name             count
b_hold               8
a_lessthan_b         1
a_equalto_b          1
done_hold            1
a_greaterthan_b      1
a_hold               8
==> kinds of logic (layout without fill, tap and decap cells) <==
group	after synthesis	count (layout)	synth area share (%)
AND-OR/OR-AND	54	54	23.4
XOR/XNOR	3	3	1.72
adder cells (fa/ha/maj)	17	17	14.9
buffers and inverters	29	54	7.84
flip-flops	17	17	27.9
latches	3	3	2.94
multiplexers	4	4	2.78
other	1	3	0.245
AND/OR/NAND/NOR	58	58	18.4
==> synthesized netlist by cell type (2+ instances only) <==
master / count / area, um2
a221o_1: 3 / 30.0
a21oi_1: 19 / 95.1
nor3_1: 3 / 15.0
nor2_1: 18 / 67.6
nand3_1: 7 / 35.0
o21a_1: 4 / 30.0
ha_1: 15 / 188
clkbuf_1: 5 / 18.8
nand2_1: 16 / 60.1
nand4_1: 2 / 12.5
o21ai_0: 10 / 50.1
dlxtn_1: 3 / 45.0
dfrtp_1: 16 / 400
buf_2: 2 / 10.0
mux2i_1: 2 / 20.0
xor2_1: 2 / 17.5
nand3b_1: 3 / 22.5
fa_1: 2 / 40.0
inv_1: 19 / 71.3
a31oi_1: 3 / 18.8
a22oi_1: 2 / 15.0
o31ai_1: 2 / 15.0
==> critical path: stages (launching register included) <==
cell,delay [ns]
dfrtp_1,0.41
inv_1,0.06
ha_1,0.22
fa_1,0.43
nor2b_4,0.18
o31ai_4,0.07
a21oi_2,0.18
nand3_1,0.13
a21oi_1,0.15
dlxtn_1,0.39
inv_1,0.07
o21ai_0,0.42
nand3_1,0.14
o31ai_1,0.21
a221o_1,0.13
==> worst paths after layout <==
check                      startpoint         to  slack (ns)  depth (start not counted)
setup / recovery            a_hold[0]  a_hold[7]        0.44                         14
hold / removal              done_hold  done_hold        0.54                          2
setup reg to reg            a_hold[0]  a_hold[7]        0.44                         14
hold reg to reg             done_hold  done_hold        0.54                          2
max in group asynchronous       reset  done_hold        2.63                          2
min in group asynchronous       reset  b_hold[3]        0.81                          2
==> final cells by class <==
| type | instances | area (um2) |
|---|---|---|
| tap | 96 | 120 |
| clock buffer | 3 | 41.3 |
| clock inverter | 1 | 5.00 |
| multi-input combinational | 139 | 947 |
| timing repair buffer | 31 | 300 |
| inverter | 19 | 71.3 |
| fill | 754 | 4950 |
| sequential | 20 | 472 |
==> metrics by stage <==
step / instances / cell area, um2 / util [%]
6_report: 309 / 1960 / 28.3
5_1_grt: 309 / 1960 / 28.3
4_1_cts: 309 / 1960 / 28.3
3_5_place_dp: 305 / 1910 / 27.7
3_3_place_gp: 305 / 1910 / 27.7
2_1_floorplan: 188 / 1540 / -
==> metal layers <==
metal  vias up  share of wire [%]  wire length (um)  GRT usage (%)
met1       609                 48              1910           10.1
met3         0                5.2               208           2.05
met4         0                  0                 0          0.392
met2        30                 47              1880           12.2
li1        704                  -                 -              -
met5         -                  0                 0              0
No activity file was given, so power comes from the tool's default toggle rates.
